## run.sh

```bash
#!/bin/bash
# OpenROAD 26Q1-2900-gdf79404cd8, Yosys 0.63+post, stock flow scripts
make -C /OpenROAD-flow-scripts/flow DESIGN_CONFIG=/design/flow/config.mk WORK_HOME=/design/flow/orfs finish
```

## config.mk

```make
export PLATFORM = sky130hd
export DESIGN_NAME = boardSPI
export DESIGN_NICKNAME = boardSPI
export VERILOG_FILES = /design/flow/design.v
export SDC_FILE = /design/flow/constraint.sdc
export NUM_CORES = 4
export LEC_CHECK = 1
export CORE_UTILIZATION = 30
```

## constraint.sdc

```tcl
current_design boardSPI

set clk_period 3.4
set clk_io_pct 0.2

create_clock -name clk0 -period $clk_period [get_ports {sck}]

set non_clock_inputs [all_inputs -no_clocks]
set_input_delay [expr $clk_period * $clk_io_pct] -clock clk0 $non_clock_inputs
set_output_delay [expr $clk_period * $clk_io_pct] -clock clk0 [all_outputs]
```

## design.v

```verilog
module boardSPI(
	input  logic sck, 
    output logic sdo,
    input  logic done,
    input  logic [63:0] boardState);
    logic        sdodelayed, wasdone;
    logic [63:0] boardStatecaptured;
    always_ff @(posedge sck)
        if (!wasdone) boardStatecaptured = boardState;
        else          {boardStatecaptured} = {boardStatecaptured[62:0], 1'b1};         
    always_ff @(negedge sck) begin
        wasdone = done;
        sdodelayed = boardStatecaptured[62];
    end
    assign sdo = (done & !wasdone) ? boardState[63] : sdodelayed;
endmodule
```

==> flow_summary.yaml <==
# generated from flow reports
worst_setup_path:
  worst-setup-path-type: "flop to primary output"
  cpMaxStageDelayCell: "dfxtp_4"
  end_kind: "primary output"
  r2r_slack_ns: 0.10
  max_stage_delay_ns: 0.32
  crit_required_ns: 2.72
  crit_path_max_fanout: 2
  cp_data_arrival_time_ns: 2.91
  crit_path_start_kind: "flop"
  cp_cell_sequence: "nand2b_4 > mux2_4 > buf_2"
synthesis:
  area_leaders: "dfxtp_1, mux2_4, buf_12"
  yosys-top-cells-count: "dfxtp_1, mux2_4, buf_12"
  ys_warn_count: 1
  yosys_area_sq_mm: 0.00239
  ys_async_sr_fraction_pct: 0
  synth_cell_type_count: 8
  ys.flops: 65
  synth_top_area_share_pct: 54.4
  ys_cells: 138
  synth_area_per_cell_sq_um: 17.3
  ys_seq_share_pct: 54.4
  synth-edff-count: 0
  yosysMostFrequentCell: "dfxtp_1"
  yosysTopAreaCell: "dfxtp_1"
  postSynthCellCount: 138
  syn_area_sq_mm: 0.00239
  synth-main-ff-cell: "dfxtp_1"
power_and_ir_drop:
  leakagePower_nw: 1.44
  irDropWorstVdd_mv: 0.361
  power_density_mw_per_mm2: 533
routing:
  first_pass_iters: 3
  num_antenna_cells: 0
  drc: 0
  ant_nets: 0
  drt_wl_total_um: 3650
  first_iter_violations: 30
  num_vias: 1213
  vias_per_cell: 3.80
  wire_per_inst_um: 11.4
cts:
  ctsHoldBuffers: 0
  tritoncts: "built"
  cts_root_buf: "clkbuf_8"
  ctsResizeCount: 3
  cts.sinks: 65
  numCtsBuffers: 9
  worstSkewPairLatency_ns: 0.37
  clkTransAtPathRegs_ns: 0.07
  cts.path.max_buffers: 2
  post_cts_buffers: 0
  h-tree-depth: 3
place:
  dp_hpwl_um: 2390
  post-place-ws_ns: -0.101
  placed_area_sq_mm: 0.00307
  place.gp.congestion: 0.700
  port-buffer-count: 66
global_routing:
  grt_start_max_net_pins: 46
  grt_usage_pct: 9.60
  grt_pass1_vias: 1304
  grt_antenna_before_repair: 0
  grt_pass1_wl_um: 6050
  grt_remaining_overflow: 0
run_status:
  outcome: "finished with violations"
  violations: "negative setup slack"
final_timing:
  drv_slew: 0
  fin_skew_ns: 0.0408
  setup-violations-final: 1
  timing.slew.headroom_pct: 48.2
  tightest_slew_ns: 0.777
  worst_slack_ns: -0.185
  rsz0062_at_grt: "yes"
  hold_viol_final: 0
finish:
  drive_above_1_share_pct: 38.7
  syn2layout_area_growth_pct: 37.0
  nFillCells: 701
  fin_area_sq_mm: 0.00328
die:
  rows: 32
  ios: 67
  chipWidth_um: 91.3
  die-area_sq_mm: 0.00833
  fp.coreArea_sq_mm: 0.00773
  die_y_um: 91.3
  initCoreUtil_pct: 30.9
run:
  warnings: 29
  max-cap-violations: 0
hold_path:
  hold_class: "flop to flop"
## metal layers
layer	up-vias	share of wire (%)	GRT usage, %
li1	622	-	-
met4	0	1.7	1.59
met5	-	0	0
met3	7	12	5.36
met1	528	52	14.8
met2	56	35	11.9
## layout make-up
type / count / area (sq um) / share of cell area [%]
Sequential cell: 65 / 1310 / 39.8
Multi-Input combinational cell: 65 / 955 / 29.1
Timing Repair Buffer: 69 / 678 / 20.7
Clock buffer: 11 / 153 / 4.66
Tap cell: 102 / 128 / 3.90
Clock inverter: 7 / 57.6 / 1.76
## cells by family (layout without fill, tap and decap cells)
group         count (synthesis)  after routing  synth area share [%]
flops                        65             65                  54.4
mux                          63             63                  39.1
buf+inv                       8             87                  5.65
simple gates                  2              2                 0.837
## sequential cells by signal, summed over array words and instances (netlist names)
| register | count |
|---|---|
| boardStatecaptured | 63 |
| sdodelayed | 1 |
| wasdone | 1 |
## path summary, 6_finish.rpt
path | to | start | depth (start not counted)
setup / recovery | sdo | wasdone | 3
hold / removal | boardStatecaptured[62] | boardStatecaptured[61] | 1
setup reg to reg | boardStatecaptured[59] | wasdone | 3
hold reg to reg | boardStatecaptured[62] | boardStatecaptured[61] | 1
## worst max-delay path, delay by kind of cell (launching register included)
kind / cells / cell delay [ns]
buf+inv: 1 / 0.10
flops: 1 / 0.32
mux: 1 / 0.28
simple gates: 1 / 0.13
## per-stage QoR
step | utilization (%) | cells | setup TNS [ns] | power (mW) | hold slack [ns]
2_1_floorplan | - | 138 | 0 | 1.03 | 0.433
3_3_place_gp | 39.8 | 302 | -0.105 | 1.11 | 0.438
3_5_place_dp | 39.8 | 302 | -0.101 | 1.11 | 0.442
4_1_cts | 42.4 | 319 | -0.211 | 1.78 | 0.454
5_1_grt | 42.4 | 319 | -0.236 | 1.84 | 0.464
6_report | 42.4 | 319 | -0.185 | 1.75 | 0.453
## where the power goes
group	internal [mW]	switching [mW]	leakage (nW)
sequential	0.841	0.0207	0.549
clock	0.379	0.280	0.103
combinational	0.178	0.0489	0.788
total	1.40	0.350	1.44
## cells in the final DEF (no fill, tap or decap), drive strengths merged
| master | Yosys | final |
|---|---|---|
| buf | 7 | 4 |
| bufinv | 0 | 1 |
| clkbuf | 0 | 11 |
| clkdlybuf4s50 | 0 | 65 |
| clkinvlp | 0 | 4 |
| dfxtp | 65 | 65 |
| inv | 1 | 2 |
| mux2 | 63 | 63 |
| nand2b | 1 | 1 |
| or2 | 1 | 1 |
Power and IR drop assume default switching activity.
